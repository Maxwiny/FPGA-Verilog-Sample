`design/flow/design.v`:
```
`timescale 1ns / 1ns
module uart_echo(
	input	wire	clk,
	input	wire	rstn,
	input	wire	rxd,
	output	wire	txd
);
reg	r_tx_en;
wire	[7:0]	w_data; 
wire	w_tx_done;
wire	w_rx_done;
always@(posedge clk or negedge rstn)
	if(rstn == 0)
		r_tx_en <= #1 0;
	else if(w_rx_done == 1)
		r_tx_en <= #1 1;
	else if(w_tx_done == 1)
		r_tx_en <= #1 0;
	else
		r_tx_en <= #1 r_tx_en;
uart_tx tx_inst1(
	.clk(clk),
	.rstn(rstn),
	.en(r_tx_en),
	.data(w_data),
	.done(w_tx_done),
	.txd(txd)
);
uart_rx	rx_inst1(
	.clk(clk),
	.rstn(rstn),
	.rxd(rxd),
	.done(w_rx_done),
	.data(w_data)
);
endmodule
`timescale 1ns / 1ns
module uart_rx#(
	parameter	p_sys_clk = 'd50_000_000,
	parameter	p_baud_rate = 'd115200
)(
	input	wire	clk,
	input	wire	rstn,
	input	wire	rxd,
	output	reg	done,
	output	reg	[7:0]	data
);
localparam	l_baud_max = (p_sys_clk / p_baud_rate / 16);
reg	[1:0]	r_uart_rx_buf;
reg	en;
reg	[15:0]	baud_cnt;
reg	[7:0]	bps_cnt;
reg	[2:0]	r_data[7:0];
reg	[2:0]	sta_bit;
reg	[2:0]	sto_bit;
wire	nedge_rx_start;
wire	bps_clk_16x = (baud_cnt == l_baud_max / 2);
assign	nedge_rx_start = (r_uart_rx_buf == 2'b10);
always@(posedge	clk or negedge rstn)
	if(rstn == 0) 
		r_uart_rx_buf <= #1 2'b00;
	else begin
		r_uart_rx_buf[0] <= #1 rxd;
		r_uart_rx_buf[1] <= #1 r_uart_rx_buf[0];
	end
always@(posedge clk or negedge rstn)
	if(rstn == 0)
		en <= #1 0;
	 else if(nedge_rx_start == 1)
	 	en <= #1 1;
	 else if(sta_bit[2] == 1 || bps_cnt == 159)
	 	en <= #1 0;
always@(posedge clk or negedge rstn)
	if(rstn == 0)begin
		baud_cnt <= #1 0;
	end else if(en == 1)begin
		if(baud_cnt == l_baud_max - 1)begin
			baud_cnt <= #1 0;
		end else begin
			baud_cnt <= #1 baud_cnt + 'd1;
		end
	end else begin
		baud_cnt <= #1 0;
	end
always@(posedge clk or negedge rstn)
	if(rstn == 0)begin
		bps_cnt <= #1 0;
	end else if(en == 1)begin
		if(bps_clk_16x == 1)
			if(bps_cnt == 159)begin
				bps_cnt <= #1 0;
			end else begin
				bps_cnt <= #1 bps_cnt + 'd1;
			end
	end else begin
		bps_cnt <= #1 0;
	end
always@(posedge clk or negedge rstn)
	if(rstn == 0)begin
		sta_bit <= #1 0;
		r_data[0] <= #1 0;
		r_data[1] <= #1 0;
		r_data[2] <= #1 0;
		r_data[3] <= #1 0;
		r_data[4] <= #1 0;
		r_data[5] <= #1 0;
		r_data[6] <= #1 0;
		r_data[7] <= #1 0;
		sto_bit <= #1 0;
	end else if(en) 
		if(bps_clk_16x)
			case(bps_cnt)
				0:	begin
					sta_bit <= #1 0;
					r_data[0] <= #1 0;
					r_data[1] <= #1 0;
					r_data[2] <= #1 0;
					r_data[3] <= #1 0;
					r_data[4] <= #1 0;
					r_data[5] <= #1 0;
					r_data[6] <= #1 0;
					r_data[7] <= #1 0;
					sto_bit <= #1 0;
					end
				5,6,7,8,9,10,11: sta_bit <= #1 sta_bit + rxd; 
				21,22,23,24,25,26,27: r_data[0] <= #1 r_data[0] + rxd; 
				37,38,39,40,41,42,43: r_data[1] <= #1 r_data[1] + rxd; 
				53,54,55,56,57,58,59: r_data[2] <= #1 r_data[2] + rxd; 
				69,70,71,72,73,74,75: r_data[3] <= #1 r_data[3] + rxd; 
				85,86,87,88,89,90,91: r_data[4] <= #1 r_data[4] + rxd; 
				101,102,103,104,105,106,107: r_data[5] <= #1 r_data[5] + rxd; 
				117,118,119,120,121,122,123: r_data[6] <= #1 r_data[6] + rxd; 
				133,134,135,136,137,138,139: r_data[7] <= #1 r_data[7] + rxd; 
				149,150,151,152,153,154,155: sto_bit <= #1 sto_bit + rxd; 
			endcase
always@(posedge clk or negedge rstn)
	if(rstn == 0)
		data <= 8'h00;
	else if(bps_cnt == 159)begin
		data[0] <= #1 r_data[0][2];
		data[1] <= #1 r_data[1][2];
		data[2] <= #1 r_data[2][2];
		data[3] <= #1 r_data[3][2];
		data[4] <= #1 r_data[4][2];
		data[5] <= #1 r_data[5][2];
		data[6] <= #1 r_data[6][2];
		data[7] <= #1 r_data[7][2];
	end
always@(posedge clk or negedge rstn)
	if(rstn == 0)
		done <= #1 0;
	else if(bps_cnt == 159)
		done <= #1 1;
	else
		done <= #1 0;
endmodule
`timescale 1ns / 1ns
module uart_tx#(
	parameter	p_sys_clk = 'd50_000_000,
	parameter	p_baud = 'd115200
)(
	input	wire	clk,
	input	wire	rstn,
	input	wire	en,
	input	wire	[7:0]	data,
	output	reg	done,
	output	reg	txd
);
localparam	l_baud_max = p_sys_clk / p_baud - 1;
reg	[19:0]	baud_cnt;
reg	[3:0]	bps_cnt; 
always@(posedge clk or negedge rstn)
	if(rstn == 0)begin
		baud_cnt <= #1 0;
	end else if(en == 1)begin
		if(baud_cnt == l_baud_max)begin
			baud_cnt <= #1 0;
		end else begin
			baud_cnt <= #1 baud_cnt + 'd1;
		end
	end else begin
		baud_cnt <= #1 0;
	end
always@(posedge clk or negedge rstn)
	if(rstn == 0)begin
		bps_cnt <= #1 0;
	end else if(en == 1)begin
		if(baud_cnt == 1)begin
			if(bps_cnt == 'd11)begin
				bps_cnt <= #1 0;
			end else begin
				bps_cnt <= #1 bps_cnt + 'd1;
			end
		end
	end else begin
		bps_cnt <= #1 0;
	end
always@(posedge clk or negedge rstn)
	if(rstn == 0)begin
		txd <= #1 1;
		done <= #1 0;
	end else case(bps_cnt)
		'd0: done <= #1 0;
		'd1: txd <= #1 0;
		'd2: txd <= #1 data[0];
		'd3: txd <= #1 data[1];
		'd4: txd <= #1 data[2];
		'd5: txd <= #1 data[3];
		'd6: txd <= #1 data[4];
		'd7: txd <= #1 data[5];
		'd8: txd <= #1 data[6];
		'd9: txd <= #1 data[7];
		'd10: txd <= #1 1;
		'd11: 	begin
			txd <= #1 1;
			done <= #1 1;
			end
		default: txd <= #1 1;
	endcase
endmodule
```
`design/flow/config.mk`:
```
export PLATFORM = sky130hd
export DESIGN_NAME = uart_echo
export DESIGN_NICKNAME = uart_echo
export VERILOG_FILES = /design/flow/design.v
export SDC_FILE = /design/flow/constraint.sdc
export NUM_CORES = 4
export LEC_CHECK = 1
export CORE_UTILIZATION = 30
```
`design/flow/run.sh`:
```
#!/bin/bash
# OpenROAD 26Q1-2900-gdf79404cd8, Yosys 0.63+post, stock flow scripts
make -C /OpenROAD-flow-scripts/flow DESIGN_CONFIG=/design/flow/config.mk WORK_HOME=/design/flow/orfs finish
```
`design/flow/constraint.sdc`:
```
current_design uart_echo

set clk_period 4.4
set clk_io_pct 0.2

create_clock -name clk0 -period $clk_period [get_ports {clk}]

set non_clock_inputs [all_inputs -no_clocks]
set_input_delay [expr $clk_period * $clk_io_pct] -clock clk0 $non_clock_inputs
set_output_delay [expr $clk_period * $clk_io_pct] -clock clk0 [all_outputs]
```
==> impl_metrics.ini <==
; synthesis and place-and-route metrics
[min_path]
hold_class = reg -> reg
hold_start = rx_inst1.r_uart_rx_buf[0]
min_path_cells = 0

[power_and_ir_drop]
p_per_area_mw_per_mm2 = 315
p_leak_nw = 2.24
ir_worst_vdd_mv = 0.201
fin_total_pwr_mw = 1.69

[global_route]
grt_max_degree = 52
grt_overflow_total = 0
grt_pass1_wl_um = 15300
grt_use_total = 0.116
antenna_found_initial = 0
grt_pass1_vias = 3214

[sta]
finalCritPeriodShare = 0.550
clock.fmax_mhz = 413
min_period_ns = 2.42
maxSlewViolCount = 0
hold_viol = 0
relSlewSlack = 0.469
tightest_slew_ns = 0.792
skew_ns = 0.00358
rsz0062_at_grt = no
final-setup-viol-count = 0
fin_tns_setup_ns = 0
fin_ws_ns = 1.98

[run_status]
outcome = finished clean

[clocking]
ctsHoldBuffers = 0
clockBufferDepth = 2
postCtsSetupBuffers = 0
clock_latency_ns = 0.34
clockRootBuffer = clkbuf_16
cts_max_level = 3
clock-sinks = 90
postCtsResizedCells = 0
clkSlewWorstSetupHoldPaths_ns = 0.06
cts_tree = done
cts_made_buffers = 9

[detailed_routing]
vias = 3309
drtIter0Drc = 235
drc = 0
diodes = 0
dr.pass1.iters = 4
wl_um = 8610
routed_via_density = 4.62
detail-route-antenna-nets = 0
wl_per_cell_um = 12.0

[final_layout]
final_area_mm2 = 0.00539
fill_cells = 1516
final_cells = 717
drive_above_1_share = 0.0731
areaGrowthSynthToFinish_pct = 12.0

[critical_path]
worst_path_max_delay_cell = or4_1
startpoint = rx_inst1.baud_cnt[6]
critPathCaptureType = flip-flop
worst_setup_path_start_kind = flip-flop
worstPathRequired_ns = 4.66
cp_cell_sequence = nor4_4 -> nand3_2 -> or4_1 -> nor3_4 -> mux2i_1
slowest_delay_ns = 0.78
worstSetupPathType = reg -> reg
worst-r2r-cell-count = 5
rr_startpoint = rx_inst1.baud_cnt[6]
path_max_fanout = 6
crit_arrival_ns = 2.68

[place]
hpwlAfterDp_um = 5820
post-place-ws_ns = 1.74
port_buffers = 3
globalplace.congestion = 0.794
dpl-instance-area_mm2 = 0.00507
dp_cells = 701

[yosys]
ys_types = 51
ys.flops = 90
ff_type = dfrtp_1
yosys_cells = 498
ys_seq_frac = 0.468
avgSynthCellArea_um2 = 9.66
async_flop_share = 1.00
yosys_area_mm2 = 0.00481
yosysWarnings = 4
edf_count = 0
syn_area_mm2 = 0.00481
syn_inst = 498

[floorplan]
rows = 45
fp-utilization = 0.312
die_w_um = 129
die_area_mm2 = 0.0166
dieHeight_um = 129
core_region_area_mm2 = 0.0154
io_pins = 4

[flow_run]
warnings = 34
maxCapViolations = 0
-- state kept, by name, summed over array words and instances, names as in the netlist --
name                    flops
rx_inst1.data               8
rx_inst1.sta_bit            3
rx_inst1.en                 1
rx_inst1.r_data            24
tx_inst1.bps_cnt            4
tx_inst1.baud_cnt          20
rx_inst1.baud_cnt          16
r_tx_en                     1
rx_inst1.done               1
rx_inst1.r_uart_rx_buf      2
tx_inst1.txd                1
rx_inst1.bps_cnt            8
tx_inst1.done               1
-- layer usage --
metal	track usage	vias to the layer above	part of all wire
met3	0.0220	10	0.030
met5	0	-	0
met4	0.0104	0	0.011
met2	0.173	35	0.44
li1	-	1703	-
met1	0.184	1561	0.52
-- area by class of cell --
| type | instances | area (um^2) | area share |
|---|---|---|---|
| Multi-Input combinational cell | 354 | 2350 | 0.436 |
| Tap cell | 211 | 264 | 0.0490 |
| Timing Repair Buffer | 7 | 57.6 | 0.0107 |
| Inverter | 39 | 146 | 0.0272 |
| Clock inverter | 6 | 90.1 | 0.0167 |
| Clock buffer | 10 | 229 | 0.0425 |
| Sequential cell | 90 | 2250 | 0.418 |
-- where the power goes --
group	switching (mW)	internal [mW]	leakage, nW
Clock	0.322	0.500	0.153
Combinational	0.0302	0.0114	0.977
Sequential	0.00208	0.830	1.11
Total	0.354	1.34	2.24
-- worst paths after layout --
check,to,slack [ns]
hold / removal,rx_inst1.r_uart_rx_buf[1],0.38
hold reg to reg,rx_inst1.r_uart_rx_buf[1],0.38
min in group asynchronous,tx_inst1.baud_cnt[15],0.58
max in group asynchronous,rx_inst1.r_data[6][2],2.84
setup reg to reg,rx_inst1.r_data[3][1],1.98
setup / recovery,rx_inst1.r_data[3][1],1.98
-- cell usage after synthesis, types with 2 or more instances --
cell type,number,share of area
nor3_2,3,0.0062
nor3_1,12,0.012
nand4_1,13,0.017
or3b_2,3,0.0055
mux2i_1,22,0.046
nand3_1,16,0.017
nand2b_1,7,0.0091
xnor2_1,25,0.046
and4_1,3,0.0055
nor4_1,9,0.012
nor2_1,46,0.036
and3_1,4,0.0052
a21boi_0,2,0.0031
o21a_1,2,0.0031
a21o_1,3,0.0047
or4_1,2,0.0031
clkbuf_1,13,0.010
dfrtp_1,89,0.46
ha_1,31,0.081
o221ai_1,2,0.0036
inv_1,38,0.030
xor2_1,9,0.016
nor4_4,2,0.0088
nor3b_1,2,0.0031
or3_1,11,0.014
nor2b_1,6,0.0078
o21ai_0,18,0.019
a21oi_1,10,0.010
a31oi_1,2,0.0026
nor2_2,2,0.0026
nand2_1,71,0.055
-- cell families (layout without fill, tap and decap cells) --
kind of cell | after synthesis | in the layout | synth area share
simple gates | 221 | 221 | 0.239
flops | 90 | 90 | 0.468
compound gates | 46 | 46 | 0.0603
xor+xnor | 34 | 34 | 0.0619
buf+inv | 54 | 62 | 0.0439
mux | 22 | 22 | 0.0458
fa+ha+maj | 31 | 31 | 0.0806
-- critical path: cells and delay by family (launching register included) --
| family | cells | cell delay (ns) |
|---|---|---|
| flops | 1 | 0.44 |
| mux | 1 | 0.22 |
| simple gates | 4 | 1.67 |
-- cells in the final DEF (no fill, tap or decap), drive strengths merged, types with 11 or more instances in the layout --
cell type	Yosys	routed
dfrtp	89	89
ha	31	31
inv	38	39
mux2i	22	22
nand2	71	71
nand3	17	17
nand4	13	13
nor2	49	49
nor3	16	16
nor4	11	11
o21ai	18	18
or3	11	11
xnor2	25	25
-- metrics by stage --
stage	util	hold WS [ns]
global route	0.349	0.404
finish	0.349	0.384
global placement	0.329	0.376
floorplan	-	0.355
detailed placement	0.329	0.374
CTS	0.349	0.390
Power and IR drop assume default switching activity.
