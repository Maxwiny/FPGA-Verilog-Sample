==> flow/design.v <==
`timescale 1ns / 1ns
module seg_drive_4bit#(
	parameter	p_system_clk = 'd100_000_000
)(
	input	wire	clk,
	input	wire	rstn,
	input	wire	[31:0]	i_data,
	output	wire	[3:0]	o_seg_pos,
	output	wire	[7:0]	o_seg
);
localparam	p_seg_max = p_system_clk / 1000 - 1; 
reg	[19:0]	r_seg_pos_cnt;
reg	[3:0]	r_seg_pos;
reg	[7:0]	r_data;
reg	r_clear;
reg	[7:0]	r_seg;
assign	o_seg_pos = r_seg_pos;
assign	o_seg = r_seg;
always@(posedge clk or negedge rstn)
	if(rstn == 0)
		r_seg_pos_cnt <= #1 0;
	else if(r_seg_pos_cnt == p_seg_max)
		r_seg_pos_cnt <= #1 0;
	else
		r_seg_pos_cnt <= #1 r_seg_pos_cnt + 1;
always@(posedge clk or negedge rstn)
	if(rstn == 0)
		r_seg_pos <= #1 'b0001;
	else if(r_seg_pos_cnt == p_seg_max)
		r_seg_pos <= #1 {r_seg_pos[2:0], r_seg_pos[3]};
	else
		r_seg_pos <= #1 r_seg_pos;
always@(posedge clk or negedge rstn)
	if(rstn == 0)begin
		r_data <= #1 0;
		r_clear <= #1 0;
	end
	else if(r_seg_pos_cnt == p_seg_max - 2'd3)begin
		r_clear <= #1 1;
		r_data <= #1 0;
	end
	else if(r_seg_pos_cnt == p_seg_max)
		r_clear <= #1 0;
	else if(r_clear == 0)
		case(r_seg_pos)
			'b0001: r_data <= #1 i_data[7:0];
			'b0010: r_data <= #1 i_data[15:8];
			'b0100: r_data <= #1 i_data[23:16];
			'b1000: r_data <= #1 i_data[31:24];
			default: r_data <= #1 r_data; 
		endcase
	else
		r_data <= #1 r_data; 
always@(posedge clk or negedge rstn)
	if(rstn == 0)
		r_seg <= 'h00;
	else
		case(r_data)
			0: r_seg <= #1 'h00;
			"0": r_seg <= #1 'h3f;
			"1": r_seg <= #1 'h06;
			"2": r_seg <= #1 'h5b;
			"3": r_seg <= #1 'h4f;
			"4": r_seg <= #1 'h66;
			"5": r_seg <= #1 'h6d;
			"6": r_seg <= #1 'h7d;
			"7": r_seg <= #1 'h07;
			"8": r_seg <= #1 'h7f;
			"9": r_seg <= #1 'h6f;
			"A": r_seg <= #1 'h77;
			"B": r_seg <= #1 'h7c;
			"C": r_seg <= #1 'h39;
			"D": r_seg <= #1 'h5e;
			"E": r_seg <= #1 'h79;
			"F": r_seg <= #1 'h71;
		endcase
endmodule
==> flow/run.sh <==
#!/bin/bash
# OpenROAD 26Q1-2900-gdf79404cd8, Yosys 0.63+post, stock flow scripts
make -C /OpenROAD-flow-scripts/flow DESIGN_CONFIG=/design/flow/config.mk WORK_HOME=/design/flow/orfs finish
==> flow/config.mk <==
export PLATFORM = sky130hd
export DESIGN_NAME = seg_drive_4bit
export DESIGN_NICKNAME = seg_drive_4bit
export VERILOG_FILES = /design/flow/design.v
export SDC_FILE = /design/flow/constraint.sdc
export NUM_CORES = 4
export LEC_CHECK = 1
export CORE_UTILIZATION = 40
==> flow/constraint.sdc <==
current_design seg_drive_4bit

set clk_period 3.5
set clk_io_pct 0.2

create_clock -name clk0 -period $clk_period [get_ports {clk}]

set non_clock_inputs [all_inputs -no_clocks]
set_input_delay [expr $clk_period * $clk_io_pct] -clock clk0 $non_clock_inputs
set_output_delay [expr $clk_period * $clk_io_pct] -clock clk0 [all_outputs]
==> flow_summary.yaml <==
# flow metrics
status:
  outcome: "completed"
global_routing:
  track_usage: 0.181
  grt_max_degree: 41
  grt_pass1_vias: 1965
  antenna_found_initial: 0
  grt_pass1_wl_mm: 8.85
  gr-total-overflow: 0
power_and_ir_drop:
  power_leakage_nw: 1.21
  intPower_w: 0.000657
  clkPwrFrac: 0.381
  finalPower_w: 0.000827
  p_sw_frac: 0.205
  power_switching_w: 0.000169
  power_frac_seq: 0.559
  p_comb_frac: 0.060
  ir_worst_vdd_mv: 0.205
  p_per_area_nw_per_um2: 284
floorplan:
  dieArea_um2: 6150
  core-area_um2: 5570
  die_height_um: 78.4
  fp_util: 0.419
  rows: 27
  fp.dieW_um: 78.4
  io-pin-count: 46
worst_setup_path:
  cp_max_fo: 16
  start_kind: "flop"
  path_class: "reg2reg"
  required_ns: 3.71
  slowest_delay_ns: 0.65
  slowest_stage: "nor2b_1"
  arrival_ns: 2.53
  rr_worst_depth: 5
  critPathCaptureType: "flop"
  crit_path_cell_trace: "nor2b_1 -> o311ai_4 -> a21o_1 -> or3_1 -> a21oi_1"
clocking:
  cts_tree: "done"
  clock_path_buffers: 2
  cts_resized: 0
  cts_made_buffers: 5
  htree_levels: 2
  clkSlewWorstSetupHoldPaths_ns: 0.07
  cts_sinks: 40
  cts_hold_buf: 0
  clk_latency_ns: 0.29
  cts-root-buf: "clkbuf_8"
  post_cts_buffers: 0
timing:
  setup_violations: 0
  rsz0062_at_grt: "false"
  worst_pin_slew_ns: 0.819
  fin_crit_sh: 0.661
  fmax_mhz: 432
  worst_slack_ns: 1.19
  fin_crit_ns: 2.31
  clock_skew_ns: 0.00234
  slew_headroom: 0.447
  hold_violations: 0
  final_max_slew_viol_count: 0
  fin_setup_tns_ns: 0
detailed_routing:
  drt_iter0_drc: 95
  dr.pass1.iters: 5
  wl_per_cell_um: 14.1
  antenna_left: 0
  finalWirelength_mm: 5.04
  vias: 2006
  viasPerCell: 5.59
  insertedDiodeCount: 0
  route.detailed.drc: 0
yosys:
  area_leaders: "dfrtp_1 (42%), xnor2_1 (4.1%), a21oi_1 (3.6%), o21ai_0 (3.6%), nor2_1 (3.5%)"
  synth_cell_types: 53
  top_cells_by_count: "dfrtp_1 (39), nor2_1 (22), a21oi_1 (17), o21ai_0 (17), nand2_1 (13)"
  top_area_cell: "dfrtp_1"
  synthArstFlopShare: 1.00
  ys_seq_frac: 0.429
  yosysWarningCount: 1
  syn_avg_cell_area_um2: 9.46
  top_area_frac: 0.418
  synth-edff-count: 0
  synthCells: 247
  syn-cell-area_um2: 2340
  flop_cell: "dfrtp_1"
  yosysCellCount: 247
  ys_chip_area_um2: 2340
  synth_flop_count: 40
  synth_dominant_cell_count: "dfrtp_1"
place:
  dpl_cell_area_um2: 2810
  io_buffers: 44
  placed_cells: 351
  pre_cts_slack_ns: 1.21
  dp_hpwl_mm: 3.60
  place_congestion: 0.831
layout:
  fin_area_um2: 2910
  fillers: 524
  final_cell_count_no_fill: 359
  area_growth_pct: 24.4
  drive_gt1_frac: 0.0697
min_path:
  hold_path.class: "in2async"
job:
  maxCapViolations: 0
  tool_warnings: 26
## metal layers
metal | vias to the layer above | track usage | routed length, um
met2 | 21 | 0.286 | 2340
met5 | - | 0 | 0
li1 | 996 | - | -
met3 | 9 | 0.0342 | 116
met4 | 0 | 0.0259 | 72
met1 | 980 | 0.273 | 2520
## worst max-delay path: cells and delay by family, from the launching register on
family | cells | cell delay, ns
flops | 1 | 0.46
simple gates | 2 | 1.04
compound gates | 3 | 0.74
## cells in the final DEF, fill, tap and decap left out, drive strengths merged, types with 3 or more instances in the layout
master	synthesis	routed
a41o	5	5
clkbuf	9	7
dfrtp	39	39
clkdlybuf4s50	0	43
a222oi	8	8
mux2	3	3
nand3	10	10
buf	6	4
nor2b	4	4
or3	10	10
inv	8	8
nand4	7	7
nand2	13	13
a22o	8	8
nor4b	4	4
xor2	8	8
a21oi	17	17
nor2	22	22
o21ai	17	17
xnor2	11	11
## registers in the layout (all words and copies together) (netlist names)
name and cells:
r_data 8, r_seg_pos_cnt 20, r_clear 1, r_seg 7, r_seg_pos 4
## power by group through the flow
stage | clock network, W | logic [W] | registers [W]
CTS | 0.000329 | 0.0000510 | 0.000462
global route | 0.000341 | 0.0000548 | 0.000462
finish | 0.000315 | 0.0000499 | 0.000462
## kinds of logic after synthesis
kind of cell,count (synthesis),share of synthesized area
AND-OR/OR-AND,72,0.224
XOR/XNOR,19,0.0712
adder cells (fa/ha/maj),3,0.0150
buffers and inverters,23,0.0439
flip-flops,40,0.429
multiplexers,3,0.0145
other,1,0.00160
AND/OR/NAND/NOR,86,0.201
## metrics by stage
step / utilization / hold slack [ns]
floorplan: - / 0.404
global placement: 0.505 / 0.479
detailed placement: 0.505 / 0.480
CTS: 0.521 / 0.475
global route: 0.521 / 0.499
finish: 0.521 / 0.462
## worst paths after layout
check                                       startpoint                          end  slack, ns
setup / recovery              r_seg_pos[2]$_DFFE_PN0N_        r_data[1]$_DFFE_PN0P_       1.19
setup reg to reg              r_seg_pos[2]$_DFFE_PN0N_        r_data[1]$_DFFE_PN0P_       1.19
min in group clk0          r_seg_pos_cnt[19]$_DFF_PN0_  r_seg_pos_cnt[19]$_DFF_PN0_       0.50
hold reg to reg            r_seg_pos_cnt[19]$_DFF_PN0_  r_seg_pos_cnt[19]$_DFF_PN0_       0.50
hold / removal                                    rstn         r_seg[6]$_DFFE_PN0P_       0.46
max in group asynchronous                         rstn     r_seg_pos[0]$_DFFE_PN1N_       2.67
## cell type report
class	instances	area, um2	share of cell area
Multi-Input combinational cell	184	1230	0.424
Sequential cell	40	1000	0.345
Timing Repair Buffer	47	458	0.158
Tap cell	72	90.1	0.0310
Clock buffer	7	86.3	0.0297
Inverter	8	30.0	0.0103
Clock inverter	1	7.51	0.00258
No activity file was given, so power comes from the tool's default toggle rates.
