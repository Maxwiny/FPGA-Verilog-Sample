<file path="flow/run.sh">
#!/bin/bash
# OpenROAD 26Q1-2900-gdf79404cd8, Yosys 0.63+post, stock flow scripts
make -C /OpenROAD-flow-scripts/flow DESIGN_CONFIG=/design/flow/config.mk WORK_HOME=/design/flow/orfs finish
</file>
<file path="flow/config.mk">
export PLATFORM = sky130hd
export DESIGN_NAME = top
export DESIGN_NICKNAME = top
export VERILOG_FILES = /design/flow/design.v
export SDC_FILE = /design/flow/constraint.sdc
export NUM_CORES = 4
export LEC_CHECK = 1
export CORE_UTILIZATION = 40
</file>
<file path="flow/constraint.sdc">
current_design top

set clk_period 5.7
set clk_io_pct 0.2

create_clock -name clk0 -period $clk_period [get_ports {clk}]

set non_clock_inputs [all_inputs -no_clocks]
set_input_delay [expr $clk_period * $clk_io_pct] -clock clk0 $non_clock_inputs
set_output_delay [expr $clk_period * $clk_io_pct] -clock clk0 [all_outputs]
</file>
<file path="flow/design.v">
`timescale 1ns / 1ns
module div_clk(
	input	wire	clk,
	input	wire	rstn,
	input	wire	[15:0]	i_div_num,
	input	wire	i_sw,
	output	wire	o_div_clk
);
reg	[15:0]	r_div_cnt;
reg	[15:0]	r_div_cnt1;
reg	r_clk_a;
reg	r_clk_b;
wire	w_div_type;	 
assign w_div_type = i_div_num[0];
assign o_div_clk = r_clk_a | r_clk_b;
always@(posedge clk or negedge rstn)
	if(rstn == 0)begin
		r_div_cnt <= #1 0;
	end else if(i_sw == 1)begin
		if(r_div_cnt == i_div_num - 1) r_div_cnt <= #1 0;
		else r_div_cnt <= #1 r_div_cnt + 'd1;
	end else begin
		r_div_cnt <= #1 0;
	end
always@(negedge clk or negedge rstn)
	if(rstn == 0)begin
		r_div_cnt1 <= #1 0; 
	end else if(i_sw == 1 && w_div_type == 1)begin
		if(r_div_cnt1 == i_div_num - 1) r_div_cnt1 <= #1 0;
		else r_div_cnt1 <= #1 r_div_cnt1 + 'd1;
	end else r_div_cnt1 <= #1 0;
always@(posedge clk or negedge rstn)
	if(rstn == 0)begin
		r_clk_a <= #1 1'b0;
	end else if(w_div_type == 0 && i_sw == 1)begin
		if(r_div_cnt == i_div_num/2 - 1) r_clk_a <= #1 ~r_clk_a;
		else r_clk_a <= #1 r_clk_a;
	end  else if(w_div_type == 1 && i_sw == 1)begin
		if(r_div_cnt == i_div_num - 1) r_clk_a <= #1 1;
		else if(r_div_cnt == (i_div_num - 1'b1)/2 - 1) r_clk_a <= #1 1'b0;
	end else r_clk_a <= #1 1'b0;
always@(negedge clk or negedge rstn)
	if(rstn == 0)begin
		r_clk_b <= #1 1'b0;
	end else if(w_div_type == 1 && i_sw == 1)begin
		if(r_div_cnt1 == i_div_num - 1) r_clk_b <= #1 1;
		else if(r_div_cnt1 == (i_div_num - 1'b1)/2 - 1) r_clk_b <= #1 1'b0;
	end else begin
		r_clk_b <= #1 1'b0;
	end
endmodule
`timescale 1ns / 1ps
module key#(
	parameter	p_system_clk = 'd100_000_000
)(
	input	wire	clk,
	input	wire	rstn,
	input	wire	[1:0]	i_key,
	output	reg	o_key_val,
	output	reg	[1:0]	o_key
);
reg	[1:0]	r_key_buf;
reg	[1:0]	r_state;
reg	[19:0]	r_delay_cnt;
localparam	l_idle = 'b0;
localparam	l_delay_20ms = 'b1;
localparam	l_out = 'b10;
localparam p_delay_max = p_system_clk / 100 - 1;
always@(posedge clk or negedge rstn)
	if(rstn == 0)begin
		r_key_buf <= #1 'b0;
	end else begin
		r_key_buf <= #1 i_key;
	end
always@(posedge clk or negedge rstn)
	if(rstn == 0)begin
		r_delay_cnt <= #1 0;
	end else if(r_state == l_delay_20ms)begin
		if(r_delay_cnt == p_delay_max)begin
			r_delay_cnt <= #1 0;
		end else begin
			r_delay_cnt <= #1 r_delay_cnt + 'b1;
		end
	end else begin
		r_delay_cnt <= #1 'b0;
	end
always@(posedge clk or negedge rstn)
	if(rstn == 0)begin
		r_state <= #1 l_idle;
		o_key_val <= #1 1'b0;
		o_key <= #1 'b0;
	end else begin
		case(r_state)
			l_idle:begin
				if(r_key_buf != i_key)begin
					r_state <= #1 l_delay_20ms;
				end else begin
					r_state <= #1 l_idle;
				end
				o_key_val <= #1 1'b0;
			end
			l_delay_20ms:begin
				if(r_delay_cnt == p_delay_max) r_state <= l_out;
				else r_state <= #1 l_delay_20ms;
			end
			l_out:begin
				r_state <= #1 l_idle;
				o_key <= #1 i_key;
				o_key_val <= #1 1;
			end
		endcase
	end
endmodule
`timescale 1ns / 1ns
module top(
	input	wire	clk,
	input	wire	rst,
	input	wire	[1:0]	i_key,
	input	wire	i_sw,
	output	wire	o_div_clk
);
reg	[15:0]	r_div_num;
wire	w_key_val;
wire	[1:0]	w_key;
wire	rstn;
assign rstn = ~rst;
key key_inst(
	.clk(clk),
	.rstn(rstn),
	.i_key(i_key),
	.o_key_val(w_key_val),
	.o_key(w_key)
);
div_clk div_inst(
	.clk(clk),
	.rstn(rstn),
	.i_div_num(r_div_num),
	.i_sw(i_sw),
	.o_div_clk(o_div_clk)
);
always@(posedge clk or negedge rstn)
	if(rstn == 0)begin
		r_div_num <= #1 'd200;
	end else if(w_key_val == 1)begin
		case(w_key)
			'b01: r_div_num <= #1 r_div_num + 'd100;
			'b10: r_div_num <= #1 r_div_num - 'd100;
		endcase
	end
endmodule
</file>
==> flow_summary_export.csv <==
group,metric,value,unit
run_status,status,"complete, no violations",
global_routing,grt_start_max_net_pins,60,
placement,io_buffer_count,5,
logic_synthesis,syn_inst,460,
logic_synthesis,edf_count,0,
drt,ant_nets,0,
cts,clk_pin_slew_worst_paths,0.07,ns
finish,syn_to_final_growth,7.57,%
logic_synthesis,ys_seq_share,0.365,
finish,area.sequential,0.00148,mm²
cts,cts_hold_buf,0,
die,core_util_floorplan,0.414,
logic_synthesis,synth_top_flop_cell,"dfrtp_1",
hold_path,hold_class,"flip-flop to flip-flop",
power_and_ir_drop,p_leak,1.93,nW
finish,n_fill_cell,973,
cts,cts_resized,0,
critical_path,worstReg2RegEnd,"div_inst.r_div_cnt[9]$_DFF_PP0_",
die,core,0.00982,mm²
logic_synthesis,ys_cells,460,
logic_synthesis,avgSynthCellArea,8.83,µm²
critical_path,cp_top_family,"simple AND/OR/NAND/NOR gates",
logic_synthesis,synthesis.area,0.00406,mm²
final_timing,timing.fmax,290,MHz
logic_synthesis,ys_ff,59,
final_timing,tns,0,ns
critical_path,crit_type,"flip-flop to flip-flop",
cts,clkLatencyLatePin,0.33,ns
critical_path,cp.buffers_inverters,1,
logic_synthesis,synth_cell_types,62,
job,tool_warnings,25,
global_routing,grt.overflow.total,0,
critical_path,cp_cell_sequence,"inv_1 -> ha_1 -> or4b_1 -> nor3_2 -> nor3b_1 -> mux2i_1 -> o41ai_4 -> nor2_1",
drt,remaining_drc_errors,0,
logic_synthesis,netlist_top_cells_count,"58 x nor2_1, 55 x dfrtp_1, 40 x xnor2_1",
drt,routed_wl,8070,µm
critical_path,r2r_cells,8,
final_timing,slew_viol_final,0,
critical_path,r2r-start,"r_div_num[2]$_DFFE_PP0P_",
cts,cts_tree,"yes",
global_routing,grt_pass1_wl,13800,µm
logic_synthesis,mux_share,0.0151,
final_timing,setup_viol,0,
finish,drive_gt1_frac,0.0749,
critical_path,crit_required,5.87,ns
critical_path,worstPathArrival,3.62,ns
cts,cts_buffer_depth,2,
final_timing,skew,0.00844,ns
final_timing,tightest_slew,0.883,ns
job,maxCapViolations,0,
cts,cts-buffers-inserted,9,
cts,post-cts-setup-buffers,0,
final_timing,period_needed,3.45,ns
die,dieArea,0.0106,mm²
critical_path,cp_num_cells,8,
critical_path,crit_slowest_cell,"o41ai_4",
drt,diodes,0,
global_routing,grt_antenna_before_repair,0,
power_and_ir_drop,vdd_ir_drop_max,0.125,mV
logic_synthesis,simple_gate_area_frac,0.222,
drt,viasPerCell,5.24,
drt,drt-wirelength-per-cell,13.7,µm
logic_synthesis,adder_share,0.0542,
critical_path,cp_slowest_stage_delay,0.84,ns
logic_synthesis,yosys_warnings,3,
die,die_x,103,µm
power_and_ir_drop,finalPower,0.828,mW
cts,h-tree-depth,3,
critical_path,crit_fanout,16,
placement,dpl_worst_slack,2.25,ns
die,pin_count,6,
logic_synthesis,aoi_share,0.145,
power_and_ir_drop,p_per_area,190,mW/mm²
critical_path,worst-r2r-setup-slack,2.25,ns
cts,cts_sinks,59,
final_timing,post-route-period-util,0.605,
critical_path,endpoint,"div_inst.r_div_cnt[9]$_DFF_PP0_",
final_timing,finalWorstSetupSlack,2.25,ns
critical_path,startpoint,"r_div_num[2]$_DFFE_PP0P_",
drt,drt_iter0_drc,135,
drt,first_pass_iters,7,
critical_path,startpoint_type,"flip-flop",
placement,gp_congestion,0.876,
die,die_y,103,µm
logic_synthesis,async_flop_share,1.00,
finish,stdcell_count,587,
global_routing,track_usage,0.169,
placement,dp_hpwl,5690,µm
logic_synthesis,synthTopCellsByArea,"dfrtp_1 34%, xnor2_1 8.6%, xor2_1 6.5%",
logic_synthesis,yosysTopAreaCellShare,0.339,
cts,cts_root_buf,"clkbuf_8",
global_routing,grt_pass1_vias,2860,
critical_path,endpoint_kind,"flip-flop",
placement,placed_cells,571,
logic_synthesis,xor_area_frac,0.151,
logic_synthesis,synth.most_common_cell,"nor2_1",
final_timing,finalHoldViolations,0,
finish,logic_area,0.00239,mm²
logic_synthesis,yosys.area.top_type,"dfrtp_1",
final_timing,grt_setup_unrepaired,"no",
die,fp-row-count,36,
logic_synthesis,yosys_area,0.00406,mm²
logic_synthesis,synthTopLogicFamily,"simple AND/OR/NAND/NOR gates",
drt,vias,3077,
final_timing,max_slew_margin,0.409,
## cell type report
type / count / area share
Clock inverter: 5 / 0.0143
Sequential cell: 59 / 0.339
Timing Repair Buffer: 7 / 0.0149
Inverter: 18 / 0.0155
Clock buffer: 11 / 0.0323
Multi-Input combinational cell: 354 / 0.546
Tap cell: 133 / 0.0381
## layout by cell type, fill, tap and decap left out, types with 13 or more instances in the layout
master / count
nor2_1: 58
nand2_1: 29
inv_1: 17
nand3_1: 25
dfrtp_1: 55
xnor2_1: 40
o21ai_0: 16
ha_1: 16
a21oi_1: 13
xor2_1: 30
## report_power, final
group | switching [mW] | total (mW) | internal, mW | leakage (nW)
Sequential | 0.00290 | 0.424 | 0.421 | 0.783
Combinational | 0.0137 | 0.0208 | 0.00706 | 1.05
Clock | 0.168 | 0.384 | 0.215 | 0.0957
## per-layer routing
layer | GRT usage | share of wire | vias up
met1 | 0.246 | 0.49 | 1465
met3 | 0.0310 | 0.028 | 2
met4 | 0.0163 | 0.0040 | 0
met5 | 0 | 0 | -
li1 | - | - | 1581
met2 | 0.281 | 0.48 | 29
## cell families (layout without fill, tap and decap cells)
logic type               after synthesis  after routing
AND-OR/OR-AND                         82             82
XOR/XNOR                              70             70
adder cells (fa/ha/maj)               17             17
buffers and inverters                 47             41
flip-flops                            59             59
multiplexers                           6              6
AND/OR/NAND/NOR                      179            179
## sequential cells by signal, indices dropped and copies added, names as in the netlist
signal / cells
r_div_num: 14
key_inst.r_key_buf: 2
key_inst.o_key_val: 1
div_inst.r_clk_a: 1
key_inst.r_state: 3
key_inst.r_delay_cnt: 20
key_inst.o_key: 2
div_inst.r_div_cnt: 16
## metrics by stage
stage | utilization | area (µm²) | hold WS (ns)
6_report | 0.445 | 4370 | 0.480
5_1_grt | 0.445 | 4370 | 0.507
4_1_cts | 0.445 | 4370 | 0.482
3_5_place_dp | 0.424 | 4170 | 0.472
3_3_place_gp | 0.424 | 4170 | 0.466
2_1_floorplan | - | 4060 | 0.447
## how the worst min path moves through the flow
| stage | startpoint | end | slack [ns] | cells after the start |
|---|---|---|---|---|
| 4_1_cts | key_inst.r_delay_cnt[0]$_DFF_PP0_ | key_inst.r_delay_cnt[0]$_DFF_PP0_ | 0.48 | 1 |
| 5_1_grt | key_inst.r_delay_cnt[0]$_DFF_PP0_ | key_inst.r_delay_cnt[0]$_DFF_PP0_ | 0.51 | 1 |
| 6_report | key_inst.r_delay_cnt[0]$_DFF_PP0_ | key_inst.r_delay_cnt[0]$_DFF_PP0_ | 0.48 | 1 |
Power is estimated from default activity; no workload was simulated.
